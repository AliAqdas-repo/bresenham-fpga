`flow/run.sh`:
```
#!/bin/bash
# OpenROAD 26Q1-2900-gdf79404cd8, Yosys 0.63+post, stock flow scripts
make -C /OpenROAD-flow-scripts/flow DESIGN_CONFIG=/design/flow/config.mk WORK_HOME=/design/flow/orfs finish
```
`flow/config.mk`:
```
export PLATFORM = sky130hd
export DESIGN_NAME = circle_draw
export DESIGN_NICKNAME = circle_draw
export VERILOG_FILES = /design/flow/design.v
export SDC_FILE = /design/flow/constraint.sdc
export NUM_CORES = 4
export LEC_CHECK = 1
export CORE_UTILIZATION = 30
```
`flow/constraint.sdc`:
```
current_design circle_draw

set clk_period 6.5
set clk_io_pct 0.2

create_clock -name clk0 -period $clk_period [get_ports {CLK50}]

set non_clock_inputs [all_inputs -no_clocks]
set_input_delay [expr $clk_period * $clk_io_pct] -clock clk0 $non_clock_inputs
set_output_delay [expr $clk_period * $clk_io_pct] -clock clk0 [all_outputs]
```
`flow/design.v`:
```
module Task3(CLOCK_50, SW , KEY, LEDR,
				VGA_R, VGA_G, VGA_B,
				VGA_HS, VGA_VS, VGA_BLANK, VGA_SYNC, VGA_CLK);
	input CLOCK_50;	
	input [3:0] KEY;
	input [8:0] SW;
	output [7:0] VGA_R;
	output [7:0] VGA_G;
	output [7:0] VGA_B;
	output [9:0] LEDR;
	output VGA_HS;
	output VGA_VS;
	output VGA_BLANK;
	output VGA_SYNC;
	output VGA_CLK;	
	wire reset;
	wire [2:0] colour;
	wire [7:0] x;
	wire [6:0] y;
	wire hold;
	circle_draw my_circles(8'd80,7'd60,SW[8:3],x,y,SW[2:0],colour,CLOCK_50,KEY[3],~KEY[0]);
	vga_adapter VGA(
			.resetn(KEY[1]),
			.clock(CLOCK_50),
			.colour(colour),
			.x(x),
			.y(y),
			.plot(1'b1),
			.VGA_R(VGA_R),
			.VGA_G(VGA_G),
			.VGA_B(VGA_B),
			.VGA_HS(VGA_HS),
			.VGA_VS(VGA_VS),
			.VGA_SYNC(VGA_SYNC),
			.VGA_BLANK(VGA_BLANK),
			.VGA_CLK(VGA_CLK));
		defparam VGA.RESOLUTION = "160x120";
		defparam VGA.MONOCHROME = "FALSE";
		defparam VGA.BITS_PER_COLOUR_CHANNEL = 1;
		defparam VGA.BACKGROUND_IMAGE = "image.colour.mif";
		defparam VGA.USING_DE1 = "TRUE";
endmodule
module circle_draw(xc,yc,rad,x,y,color,color_disp,CLK50,clearn,plot);
	input [7:0]xc;
	input [6:0]yc;
	input [5:0]rad;
	input CLK50,clearn,plot;
	input [2:0] color;
	output [7:0] x;
	output [6:0] y;
	output [2:0] color_disp;
	wire [7:0] xb,xf;
	wire [6:0] yb,yf;
	wire [5:0] r;
	reg [1:0] nst;
	reg [1:0] pst;
	wire plot;
	parameter s0=2'd0,s1=2'd1,s2=2'd2;
	wire ofy;
	wire done;
	assign r = ((rad > 59) || (rad == 0)) ? 59 : rad;
	blank emp(CLK50,clearn,xb,yb,ofy);
	bresen fill(xc,yc,r,xf,yf,CLK50,(pst == s2),done);
	always @ (pst,ofy,done,plot)
	begin
		case (pst)
		s0: if(ofy) nst = s1;
			else nst = s0;
		s1: if(plot) nst = s2;
			else nst = s1;
		s2: if(done) nst = s1;
			else nst = s2;
		endcase
	end
	always @ (posedge CLK50,negedge clearn)
	begin
	if(!clearn)
		pst <= s0;
	else 
		pst <= nst;
	end
	assign x = (pst == s0) ? xb : 
				  (pst == s1) ? 80 :
				  xf;
	assign y = (pst == s0) ? yb : 
				  (pst == s1) ? 60 :
				  yf;
	assign color_disp = (pst == s2) ? color : 0; 
endmodule 
	module bresen(xc,yc,r,xo,yo,CLK50,plot,done);
	input [7:0]xc;
	input [5:0]r;
	input [6:0]yc;
	input CLK50,plot;
	output [7:0] xo;
	output [6:0] yo;
	output done;
	wire [10:0] x;
	wire  [7:0] y;
	reg signed [7:0] d,dn;
	reg [10:0] xn,xp;
	reg [7:0] yn,yp;
	reg [1:0] nst;
	reg [1:0] pst;
	initial pst = 0;
	reg enplot;
	parameter Ab=2'b00, Bb=2'b01,Cb=2'b10,Db=2'b11;
	setPixel pixplot(xc,yc,x[7:0],y[6:0],xo,yo,CLK50 & enplot,holdn);
	always @(pst,d,x,y,plot,holdn)
	begin
	case(pst)
	Ab: begin 
		 dn = 3 - (r << 1);
		 xn = 0;
		 yn = {1'b0,r};
		 enplot = 0;
		 if (plot) nst = Cb;
		 else nst = Ab;
		 end
	Bb: begin
	enplot = 1;
	if (xp>yp) nst = Ab;
		else 
		begin
		nst = Cb;
		xn = xp + 1;
			if (d < 0) dn = d + (xp <<< 2) + 6;
			else
				begin
					dn = d + ((xp-yp) <<< 2) + 10;
					yn = yp - 1;
				end			
	 	end
	end
	Cb:begin 
	enplot = 1;
		dn = d;
		xn = xp;
		yn = yp;
		if(holdn)
			nst = Bb;
		 else 
			nst = Cb;
		end
	default : nst=Ab;
	endcase
	end
	always @ (posedge CLK50)
	begin
		begin
		pst <= nst;
		d <= dn;
		xp <= xn;
		yp <= yn;	
		end
	end
	assign x = (pst == Ab) ?  0 : xp;
	assign y = (pst == Ab) ?  r : yp;
	assign done = (xn > yn);
endmodule
module setPixel(xc,yc,x,y,xo,yo,CLK50,holdn);
input CLK50;
input [7:0]  xc,x;
input [6:0]  yc,y;
reg [2:0] p_state;
reg [2:0] n_state;
output reg holdn;
output reg [7:0] xo;
output reg [6:0] yo;
parameter A=3'd0,B=3'd1,C=3'd2,D=3'd3,E=3'd4,F=3'd5,G=3'd6,H=3'd7;
initial p_state = 0;
always @ (p_state,x,y,xc,yc)
begin
	case(p_state)
	A:
	begin
		xo = xc + x;
		yo = yc + y;
		holdn = 0;
		n_state = B;
	end
	B: 
	begin
		xo = xc - x;
		yo = yc + y;
		holdn = 0;
		n_state = C; 
	end
	C: 
	begin
		xo = xc + x;
		yo = yc - y;
		holdn = 0;
		n_state = D;
	end
	D: 
	begin
		xo = xc - x;
		yo = yc - y;
		holdn = 0;
		n_state = E; 
	end
	E: 
	begin
		xo = xc + y;
		yo = yc + x;
		holdn = 0;
		n_state = F; 
	end
	F: 
	begin
		xo = xc - y;
		yo = yc + x;
		holdn = 0;
		n_state = G; 
	end
	G: 
	begin
		xo = xc + y;
		yo = yc - x;
		holdn = 1;
		n_state = H; 
	end
	H: 
	begin
		xo = xc - y;
		yo = yc - x;
		holdn = 0;
		n_state = A;
	end
	endcase
end
always @ (posedge CLK50)
begin
		p_state<=n_state;	
end
endmodule
module fill_fsm(clk,reset,x,y,color);
input clk,reset;
output [7:0]x;
output [6:0]y;
output [2:0]color;
wire waste;
wire ofx,ofy;
wire [7:0]cx;
wire [6:0]cy;
counter8b horx(clk,reset,cx,ofx);
counter8b #(120) hory(ofx,reset,{waste,cy},ofy);
assign y = cy;
assign x = cx;
assign color = y % 8;
endmodule 
module blank(clk,reset,x,y,clr_f);
input clk,reset;
output [7:0]x;
output [6:0]y;
output clr_f;
wire waste;
wire ofx,ofy;
wire [7:0]cx;
wire [6:0]cy;
counter8b horx(clk,reset,cx,ofx);
counter8b #(120) hory(ofx,reset,{waste,cy},ofy);
assign y = cy;
assign x = cx;
assign clr_f = ofy;
endmodule 
module counter8b #(parameter carret=160)(clk,reset,count,oflow);
input clk,reset;
output reg oflow;
output reg [7:0] count;
initial 
begin
count = 0;
end
always @ (posedge clk, negedge reset)
begin 
	if (!reset)
		begin
		count <=0;
		oflow <=0;
		end
	else if(count>=carret-1)
		begin
		count  <= 0;
		oflow <=1;
		end
	else
		begin
		oflow  <= 0;
		count <= count+1;
		end
end
endmodule 
```
==> Slide: Implementation Results <==
Flow Results at a Glance

Run status
  • Status: finished clean

Global routing
  • Gr usage total: 0.1581
  • First-pass GRT wire length: 24.51 mm
  • Largest net degree at the start of global routing: 30
  • Initial antenna violation count: 0
  • Vias in the first global route: 4931
  • Grt ovf: 0

Power
  • Sw power: 0.1802 mW
  • Pleak: 3.079 nW
  • Worst VDD drop: 0.1018 mV
  • Clk pwr share: 0.585
  • Pwr dens: 118.1 nW/um^2
  • Tot Pwr: 0.8341 mW
  • Reg power frac: 0.303
  • Switching share of power: 0.2160
  • Comb power frac: 0.112
  • Internal cell power: 0.6539 mW

Final timing
  • Final tally of max-slew violations: 0
  • Setup_tns: 0 ns
  • Max frequency: 0.1591 GHz
  • Final setup vio count: 0
  • Min Tclk post-route: 6.287 ns
  • Register pins left without a clock: 38
  • Clk_skew: 0.09094 ns
  • Number of unconstrained endpoints: 65
  • Relative slew slack: 0.4864
  • Unrepaired setup endpoints after global routing: false
  • Hold Vio Cnt, Final: 0
  • Tightest Pin Transition: 0.7704 ns
  • Final period util: 0.9673

Detailed routing
  • WL final: 14.83 mm
  • DRT Pass-1 Iters: 5
  • DR vias: 5054
  • DR WL/cell: 14.89 um
  • Antenna diodes: 0
  • # DRC: 0
  • Detailed router's first-iteration violation count: 300
  • DRT antenna net count: 0
  • Via/cell ratio: 5.074

Synth
  • Syn Inst Count: 690
  • Cell taking the most area after synthesis: ha_1
  • Compound Share, Synth: 0.2026
  • Post-synth ARST share: 0.2500
  • Synth Flop Type: dfxtp_1
  • Synthesized cell area: 5707 um^2
  • Avg Cell Area, Syn: 8.271 um^2
  • Post-Synth Simple-Gate Area: 0.1864
  • Dominant kind of combinational cell: AND-OR/OR-AND gates
  • Number of synthesized flops with an enable pin: 0
  • Flops after synth: 80
  • Yosys warns: 6
  • XOR/XNOR Fraction of Synth Area: 0.08551
  • Ys cells: 690
  • Synth cell types: 74
  • Top cell area share: 0.1381
  • MUX area fraction: 0.02434
  • Adder share: 0.1557
  • Top cells by count: 63 x ha_1, 62 x nor2_1, 60 x inv_1, 40 x a21oi_1, 35 x nand2_1
  • Chip area line of the yosys report: 5707 um^2
  • Count leader, synth: ha_1
  • Largest cells by area: ha_1 14%, dfxtp_1 11%, dfrtp_1 8.8%, dlxtn_1 7.6%, xnor2_1 4.8%

Setup path
  • WP data arrival: 4.99 ns
  • Endpoint class of the critical path: output pin
  • Crit path max fanout: 4
  • Crit path DRT: 5.20 ns
  • Max incr delay on CP: 0.45 ns
  • Critical path cell sequence: dlygate4sd2_1 -> or4_4 -> o31ai_4 -> o21ai_2 -> o21ai_2 -> inv_1 -> ha_2 -> inv_2 -> a211oi_4 -> buf_4 -> and2b_4 -> or3_1 -> a31oi_1 -> a21oi_1 -> ha_2 -> o41ai_2 -> xor3_1 -> o21ai_1 -> clkbuf_2
  • Critical Path Source Type: input pin
  • Critical-path top delay cell: or4_4
  • WS Path Type: in -> out
  • Worst R2R Path Depth: 7

Die
  • Die Span X: 139.9 um
  • # IOs: 45
  • Rows: 50
  • Initial Utilization: 0.3051
  • Core Region: 18710 um^2
  • Vert. Die Dim: 139.9 um
  • Die area: 19580 um^2

Job
  • Tool warnings: 31
  • Number of max-cap violations: 0

Worst hold path
  • Hold Path Class: reg -> reg
  • Hold depth: 1

Clock tree
  • Clock latency (worst-skew pair): 0.61 ns
  • Worst-path clk slew: 0.06 ns
  • Hold Buf Count CTS: 0
  • TritonCTS clock tree: done

Placed design
  • Port buffer count: 44
  • Final HPWL DP: 11.02 mm
  • DP Area: 6543 um^2
  • Global placement routability congestion: 0.9155

Finish
  • Final Cell Area: 7063 um^2
  • Share of post-route cells with drive strength above 1: 0.1312
  • Synthesis-to-finish area growth: 23.77%
  • Final core utilization: 0.3776
## sequential cells by signal, indices dropped and copies added (netlist names), 3 cells and up
| signal | cells |
|---|---|
| emp.horx.count | 8 |
| emp.hory.count | 8 |
| fill.xn | 11 |
| fill.yn | 8 |
| fill.dn | 7 |
| fill.yp | 8 |
| fill.d | 7 |
| fill.xp | 11 |
| fill.pixplot.p_state | 3 |
## cells in the final DEF (no fill, tap or decap), types with 6 or more instances in the layout
cell,instances
buf_4,46
xnor2_1,31
nand2_1,35
a31oi_1,10
nor2_1,62
mux2i_1,6
inv_1,57
nand3_1,17
a21oi_1,38
o21ai_0,27
xor2_1,22
clkbuf_16,14
dfxtp_1,31
dfrtp_1,20
ha_1,61
dlxtn_1,29
nand2b_1,11
a211oi_1,6
a21o_1,8
a22oi_1,15
clkdlybuf4s50_1,34
o21ai_1,6
nand4_1,7
nor2b_1,18
nor3_1,16
and2_1,9
## timing repair
action | in CTS | in global routing
pin swaps | 26 | 15
setup endpoints to repair | 8 | 7
setup buffers | 9 | 1
gates resized | 35 | 12
endpoints found under the hold margin | 0 | 0
## final cells by class
class	count	area, um^2
fillers	1834	11640
well taps	234	292.8
repair buffers	92	804.5
inverters	61	229.0
multi-input cells	513	3822
clock buffers	16	357.8
flip-flops and latches	80	1556
## power by group through the flow
stage	logic (mW)	registers, mW	clock network, mW
after CTS	0.0906	0.253	0.499
after global routing	0.102	0.253	0.508
final	0.0934	0.253	0.488
## layer usage
metal  share of wire  routed length [um]  global-route usage  up-vias
met4           0.028                 410             0.04106        0
met3           0.031                 454             0.01951       21
met1            0.47                6971              0.2249     2378
met5               0                   0                   0        -
li1                -                   -                   -     2569
met2            0.47                6994              0.2579       86
## worst paths after layout
path                                              from                     endpoint  slack (ns)
hold reg to reg            emp.horx.count[7]$_DFF_PN0_  emp.horx.count[6]$_DFF_PN0_        0.50
max in group asynchronous                       clearn             pst[1]$_DFF_PN0_        5.16
setup / recovery                                rad[4]                         x[7]        0.21
hold / removal             emp.horx.count[7]$_DFF_PN0_  emp.horx.count[6]$_DFF_PN0_        0.50
setup reg to reg                    fill.xp[2]$_DFF_P_          fill.pst[1]$_DFF_P_        4.06
min in group asynchronous                       clearn     emp.horx.oflow$_DFF_PN0_        1.13
## stage by stage
| step | instances | hold WS, ns | worst slack [ns] |
|---|---|---|---|
| floorplan | 690 | 0.4181 | 0.4823 |
| global placement | 970 | 0.4828 | -0.5922 |
| detailed placement | 970 | 0.4864 | -0.5705 |
| CTS | 995 | 0.4945 | 0.06294 |
| global route | 996 | 0.5520 | 0.002714 |
| finish | 996 | 0.5027 | 0.2128 |
## critical path: cells and delay by family
kind	cells	cell delay [ns]
adder cells (fa/ha/maj)	2	0.43
XOR/XNOR	1	0.45
buffers and inverters	5	0.69
AND-OR/OR-AND	8	1.16
AND/OR/NAND/NOR	3	0.93
## logic make-up (layout without fill, tap and decap cells)
logic type | Yosys count | count (layout)
adder cells (fa/ha/maj) | 68 | 68
AND-OR/OR-AND | 171 | 171
multiplexers | 11 | 11
buffers and inverters | 97 | 169
XOR/XNOR | 54 | 54
AND/OR/NAND/NOR | 208 | 208
latches | 29 | 29
other | 1 | 1
flip-flops | 51 | 51
Power figures rest on the tool's default switching activity, not on a simulated workload.
