## flow/config.mk

```make
export PLATFORM = sky130hd
export DESIGN_NAME = fill_fsm
export DESIGN_NICKNAME = fill_fsm
export VERILOG_FILES = /design/flow/design.v
export SDC_FILE = /design/flow/constraint.sdc
export NUM_CORES = 4
export LEC_CHECK = 1
export CORE_AREA = 10 10 73 73
export DIE_AREA = 0 0 83 83
```

## flow/constraint.sdc

```tcl
current_design fill_fsm

set clk_period 2.0
set clk_io_pct 0.2

create_clock -name clk0 -period $clk_period [get_ports {clk}]

set non_clock_inputs [all_inputs -no_clocks]
set_input_delay [expr $clk_period * $clk_io_pct] -clock clk0 $non_clock_inputs
set_output_delay [expr $clk_period * $clk_io_pct] -clock clk0 [all_outputs]
```

## flow/design.v

```verilog
module fill_fsm(clk,reset,x,y,color);
input clk,reset;
output [7:0]x;
output [6:0]y;
output [2:0]color;
wire waste;
wire ofx,ofy;
wire [7:0]cx;
wire [6:0]cy;
counter8b horx(clk,reset,cx,ofx);
counter8b #(120) hory(ofx,reset,{waste,cy},ofy);
assign y = cy;
assign x = cx;
assign color = y % 8;
endmodule 
module blank(clk,reset,x,y,clr_f);
input clk,reset;
output [7:0]x;
output [6:0]y;
output clr_f;
wire waste;
wire ofx,ofy;
wire [7:0]cx;
wire [6:0]cy;
counter8b horx(clk,reset,cx,ofx);
counter8b #(120) hory(ofx,reset,{waste,cy},ofy);
assign y = cy;
assign x = cx;
assign clr_f = ofy;
endmodule 
module counter8b #(parameter carret=160)(clk,reset,count,oflow);
input clk,reset;
output reg oflow;
output reg [7:0] count;
initial 
begin
count = 0;
end
always @ (posedge clk, negedge reset)
begin 
	if (!reset)
		begin
		count <=0;
		oflow <=0;
		end
	else if(count>=carret-1)
		begin
		count  <= 0;
		oflow <=1;
		end
	else
		begin
		oflow  <= 0;
		count <= count+1;
		end
end
endmodule 
```

## flow/run.sh

```bash
#!/bin/bash
# OpenROAD 26Q1-2900-gdf79404cd8, Yosys 0.63+post, stock flow scripts
make -C /OpenROAD-flow-scripts/flow DESIGN_CONFIG=/design/flow/config.mk WORK_HOME=/design/flow/orfs finish
```

==> flow report <==
========================================================================================
Result of the run                                                           complete, no violations
Global Route Usage Sum                                                            0.0392
Area of the core region                                                         3740 um2
Total number of vias                                                                 560
Slew Limit Fails                                                                       0
Rows                                                                                  22
Worst-path clk slew                                                              0.05 ns
Average footprint of a synthesized cell                                         10.8 um2
Critical path buffer and inverter count                                                1
Die Size                                                                        6890 um2
Category of the worst setup path capture point                                output pin
Path type of the worst min-delay path                                        in -> async
Antenna Violating Nets Remaining                                                       0
I/O pin count                                                                         20
Worst IR drop on VDD                                                            0.215 mV
Number of standard cells reported by yosys                                            70
Setup repair after global routing missed its margin                                   no
Initial antenna violation count                                                        0
DRT Pass-1 Iters                                                                       2
Average routed wire per standard cell                                            11.2 um
Arr. time, crit path                                                             1.21 ns
Crit path kind                                                                reg -> out
Sequential-to-total area share from yosys stat                                     0.560
Logic depth of the worst register-to-register path                                     4
Setup slack on the worst flop-to-flop path                                       0.59 ns
Category of cells accounting for the largest share of critical-path delay   buffers and inverters
Core utilization at floorplan                                                      0.203
Mapped Area                                                                      759 um2
Final setup fails                                                                      0
Routed WL                                                                        1550 um
Die Span X                                                                         83 um
Vias in the first global route                                                       488
Root buffer selected by CTS                                                 sky130_fd_sc_hd__clkbuf_8
Count of port buffers added during placement                                          19
Worst path slowest cell                                                     sky130_fd_sc_hd__clkdlybuf4s50_1
Static leakage                                                                  0.438 nW
DP HPWL                                                                          1230 um
Max incr delay on CP                                                             0.52 ns
Gate count after technology mapping                                                   70
Yosys warns                                                                            2
Critical register-to-register path endpoint                                 horx.count[4]$_DFF_PN0_
Number of buffers on the longest clock path                                            2
Resized cells post-CTS                                                                 0
Most common library cell in the layout ignoring fill and taps               sky130_fd_sc_hd__clkdlybuf4s50_1
Peak clock frequency supported by timing                                         622 MHz
Number of antenna cells inserted                                                       0
H-tree lvl count                                                                       1
Clock insertion delay at the later pin of the skew report                        0.23 ns
Count of endpoints without a timing constraint                                        17
Layout area overhead                                                               37.1%
Clock buffer count from CTS                                                            3
Required @ worst endpoint                                                        1.60 ns
Yosys stat chip area                                                             759 um2
Setup TNS                                                                           0 ns
Tool warnings                                                                         25
Clock Skews                                                                   0.00441 ns
Most numerous logic cells after layout                                      sky130_fd_sc_hd__clkdlybuf4s50_1 (19), sky130_fd_sc_hd__dfrtp_1 (17), sky130_fd_sc_hd__nor2_1 (10), sky130_fd_sc_hd__nand3_1 (5)
Cycle use final                                                                    0.804
Tot Pwr                                                                       0.000400 W
Number of storage elements in the synthesis netlist                                   17
Setup crit start kind                                                          flip-flop
Worst hold margin                                                               0.485 ns
Number of register pins that no clock reaches                                          8
CTS tree                                                                             yes
Levels on crit path                                                                    1
Origin of the critical flop-to-flop path                                    horx.count[0]$_DFF_PN0_
Largest net degree at the start of global routing                                     11
First-pass GRT wire length                                                       2390 um
Height of the die                                                                  83 um
Ordered list of cells on the worst path                                     clkdlybuf4s50_1
Fin. Hold Viols                                                                        0
Worst-path fanout max                                                                  8
Final worst path period need                                                     1.61 ns
Overflow after GRT                                                                     0
DRC errors left                                                                        0
Quantity of hold-fixing buffers added after cts                                        0
Post-CTS Repair Setup Buffers                                                          0
Distinct cells, synth                                                                 24
Routability-driven placement congestion ratio                                      0.762
Power density over cell area                                                  385 nW/um2
Fraction of final layout cells with drive strength greater than 1                  0.110
Max Cap Violations                                                                     0
Detailed-route vias per instance                                                    4.03
Iter 0 DRT Violations                                                                 12
========================================================================================
how the worst max path moves through the flow:
stage                                   start  endpoint
after CTS             horx.count[5]$_DFF_PN0_      x[5]
after global routing  horx.count[5]$_DFF_PN0_      x[5]
final                 horx.count[5]$_DFF_PN0_      x[5]
state kept, by name, indices dropped and copies added (netlist names):
register	cells
horx.oflow	1
hory.count	8
horx.count	8
cell usage after synthesis (all sizes together):
| master | number | area share |
|---|---|---|
| dfrtp | 17 | 0.56 |
| nor2 | 10 | 0.049 |
| nand3 | 6 | 0.046 |
| a21oi | 5 | 0.038 |
| xor2 | 4 | 0.046 |
| buf | 3 | 0.030 |
| nand2 | 3 | 0.015 |
| o21ai | 3 | 0.020 |
| or3 | 3 | 0.025 |
| ha | 2 | 0.033 |
| inv | 2 | 0.0099 |
| xnor2 | 2 | 0.023 |
| a21o | 1 | 0.0099 |
| a31o | 1 | 0.012 |
| and4 | 1 | 0.015 |
| conb | 1 | 0.0049 |
| nand2b | 1 | 0.0082 |
| nor2b | 1 | 0.0082 |
| nor3 | 1 | 0.0066 |
| nor4 | 1 | 0.0082 |
| o21bai | 1 | 0.0099 |
| o31a | 1 | 0.023 |
routing by layer:
metal / part of all wire / global-route usage / vias to the layer above / wire, um
li1: - / - / 279 / -
met1: 0.49 / 0.0528 / 263 / 762
met2: 0.43 / 0.0573 / 16 / 665
met3: 0.071 / 0.0157 / 2 / 111
met4: 0.0090 / 0.00923 / 0 / 14
met5: 0 / 0 / - / 0
metrics by stage:
stage	instances	instance area, um2	worst slack (ns)	util
4_1_cts	139	1040	0.366	0.278
3_5_place_dp	135	995	0.616	0.266
3_3_place_gp	135	995	0.629	0.266
6_report	139	1040	0.392	0.278
5_1_grt	139	1040	0.325	0.278
2_1_floorplan	70	759	0.706	-
kinds of logic after synthesis:
kind of cell             share of synthesized area
AND/OR/NAND/NOR                              0.181
adder cells (fa/ha/maj)                     0.0329
XOR/XNOR                                    0.0692
AND-OR/OR-AND                                0.112
other                                      0.00494
buffers and inverters                       0.0395
flip-flops                                   0.560
area by class of cell:
type,count,area [um2]
Clock inverter,1,5.00
Clock buffer,3,41.3
Sequential cell,17,425
Timing Repair Buffer,20,198
Fill cell,405,2700
Inverter,2,7.51
Multi-Input combinational cell,48,304
Tap cell,48,60.1
power by group:
part / internal, W / total [W] / leakage, nW / switching [W]
registers: 0.000183 / 0.000183 / 0.223 / 0
logic: 0.00000297 / 0.00000976 / 0.190 / 0.00000678
clock network: 0.000136 / 0.000208 / 0.0255 / 0.0000723
total: 0.000321 / 0.000400 / 0.438 / 0.0000791
Power and IR drop assume default switching activity.
